==> flow/design.v <==
`timescale 1ns / 1ps
module UART #(
	parameter BAUD_COUNT = 10'd32 
)
(
  input           ipClk,
  input           ipReset,
  input      [7:0]ipTxData,  
  input           ipTxSend,   
  output reg      opTxBusy,   
  output reg      opTx,		  
  input           ipRx,		 
  output reg [7:0]opRxData,  
  output reg      opRxValid   
);
parameter HALF_BAUD_COUNT = BAUD_COUNT/2; 
reg rst;
reg rx;
reg [3:0] rx_cnt;
reg [3:0] tx_cnt;
reg [9:0] clk_cnt;
reg [9:0] clk_cnt2;
reg [7:0] txData;
typedef enum {
	off,
	on,
	start,
	stop
	} STATE;
STATE rx_state;
STATE tx_state;
always @(posedge ipClk) begin
	rst <= ipReset;
	rx <= ipRx;
	if (rst) begin
		opRxValid <= 1'b0;
		opTxBusy <= 1'b0;
		opTx <= 1'b1;
		rx_state <= off;
		tx_state <= off;
	end
	else begin
		case(tx_state)
			off: begin
					if (ipTxSend) begin
						tx_cnt <= 4'd8;
						clk_cnt <= BAUD_COUNT;
						tx_state <= start;
						opTxBusy <= 1'b1;
						txData <= ipTxData;
					end
					else begin
						opTxBusy <= 1'b0;
						opTx <= 1'b1;
					end
				end
			start: begin
					if (clk_cnt != 0) begin
						opTx <= 1'b0;
						clk_cnt <= clk_cnt - 1'b1;
					end
					else tx_state <= on;
				end
			on: begin 
					if ((clk_cnt == 0) && (tx_cnt != 0)) begin
						opTx <= txData[0]; 
						txData <= txData>>1;
						tx_cnt <= tx_cnt - 1'b1;
						clk_cnt <= BAUD_COUNT;
					end
					else if ((clk_cnt == 0) && (tx_cnt == 0)) begin
						clk_cnt <= BAUD_COUNT;
						opTx <= 1'b1;
						tx_state <= stop;
					end
					else clk_cnt <= clk_cnt - 1'b1;
				end
			stop: begin
					if (clk_cnt == 0) begin
						tx_state <= off;
						opTxBusy <= 1'b0;
					end
					else begin
						opTx <= 1'b1;
						clk_cnt <= clk_cnt - 1'b1;
					end
				end
			default: tx_state <= off;
		endcase
		case(rx_state)
			off: begin
					opRxValid <= 1'b0;
					if (rx == 0) begin
						clk_cnt2 <= BAUD_COUNT+HALF_BAUD_COUNT;
						rx_cnt <= 4'd8; 
						rx_state <= start;
					end
				end
			start: begin
						if ((rx == 0) && (clk_cnt2 > HALF_BAUD_COUNT + 1'b1)) clk_cnt2 <= clk_cnt2 - 1'b1;
						else if ((rx == 0) && (clk_cnt2 == HALF_BAUD_COUNT + 1'b1)) rx_state <= on;
						else rx_state <= off;
					end
			on: begin
					if ((clk_cnt2 == 0) && (rx_cnt != 0)) begin
						rx_cnt <= rx_cnt - 1'b1;
						opRxData <= {rx, opRxData[7:1]}; 
						clk_cnt2 <= BAUD_COUNT;
					end
					else if ((clk_cnt2 == 0) && (rx_cnt == 0)) begin
						clk_cnt2 <= BAUD_COUNT;
						opRxValid <= 1'b1;
						rx_state <= off;
					end
					else clk_cnt2 <= clk_cnt2 - 1'b1;
				end
			default: rx_state <= off;
		endcase
	end
end
endmodule
==> flow/run.sh <==
#!/bin/bash
# OpenROAD 26Q1-2900-gdf79404cd8, Yosys 0.63+post, stock flow scripts
make -C /OpenROAD-flow-scripts/flow DESIGN_CONFIG=/design/flow/config.mk WORK_HOME=/design/flow/orfs finish
==> flow/config.mk <==
export PLATFORM = sky130hd
export DESIGN_NAME = UART
export DESIGN_NICKNAME = UART
export VERILOG_FILES = /design/flow/design.v
export SDC_FILE = /design/flow/constraint.sdc
export NUM_CORES = 4
export LEC_CHECK = 1
export CORE_UTILIZATION = 50
==> flow/constraint.sdc <==
current_design UART

set clk_period 5.2
set clk_io_pct 0.2

create_clock -name clk0 -period $clk_period [get_ports {ipClk}]

set non_clock_inputs [all_inputs -no_clocks]
set_input_delay [expr $clk_period * $clk_io_pct] -clock clk0 $non_clock_inputs
set_output_delay [expr $clk_period * $clk_io_pct] -clock clk0 [all_outputs]
==> CHANGELOG.md <==
### Physical design

* Total global routing overflow at 0
* IO Port Bufs at 22
* Crit Path Max Fanout at 6
* Switching power as a share of total power at 22.7%
* Most common cell in the netlist: sky130_fd_sc_hd__edfxtp_1
* Final critical-path share of the clock period at between 50% and 60%
* Worst r2r path cells at 6
* Number of rows created at floorplan at 25
* Setup crit end kind: register
* Number of enable-type register cells in the synthesized netlist at 44
* Max VDD drop at roughly 0.2 mV
* Registers, synthesis at between 50 and 60
* Cell area leaders: sky130_fd_sc_hd__edfxtp_1 50%, sky130_fd_sc_hd__dfxtp_1 9.2%, sky130_fd_sc_hd__nor2_1 4.4%
* Worst hold slack at 0.454 ns
* Synth Seq Share at about three fifths
* Beginning of the worst hold path: opRxData[6]
* Reg-to-reg critical path endpoint: rx_cnt[1]
* Sequential cell area in the final layout at 1560 sq um
* Number of H-tree levels at 2
* Fill cell instance count of the final layout at between 300 and 400
* Post-DP Area at between 2000 and 3000 sq um
* Wirelength per Cell at ~13 microns
* Worst-case hold path end point: opRxData[5]
* HPWL Detailed at roughly 3100 microns
* Top Ports at 23
* Die x size at roughly 74 microns
* Net switching power figure at 0.000185 W
* CTS-repair resized insts at 0
* Sequential power share at 63.6%
* Vias per inst at around 5.4
* Area of the multi-input gates at just under 1000 sq um
* Vertical die size at 74.4 microns
* Number of warning messages in the yosys log at 1
* Least-Margin Pin Slew at about 0.8 ns
* Final min period at 2.78 ns
* Area of the die at around 5500 sq um
* Final Cell Area at between 3000 and 4000 sq um
* Crit Path Class: reg2reg
* Setup repair after global routing missed its margin: no
* Register clock-pin slew on the reported worst setup and hold paths at approximately 0.1 ns
* Total clock buffers created by CTS at 5
* Instance count of the mapped netlist at roughly 230
* Mapped cell area at between 2000 and 3000 sq um
* Final clock skew at 0.0149 ns
* Clock latency at the later pin of the worst-skew pair at a little over 0.3 ns
* Area grow syn2layout at 14.9%
* Total Negative Setup Slacks at 0 ns
* Share of Yosys cell area claimed by the top area cell type at around 50%
* Fmax at between 300 and 400 MHz
* Standby leakage power at between 1 and 1.5 nW
* Crit Reg-Reg Startpoint: clk_cnt2[0]
* Number of global-route vias before repair at ~1600
* Share of final-layout standard cells stronger than drive strength 1 at about a tenth
* Number of distinct standard cells referenced by the synthesized netlist at 46
* Setup Slack @ Placement at approximately 2.4 ns
* Global-route wire length before repair at ~7100 microns
* Number of endpoints with negative hold slack in the final report at 0
* Pwr/cell area at ~270 nW/um^2
* Async set-reset flop share out of synthesis at 0%
* Total number of warnings across the stage logs at 27
* Cell type with the highest aggregate area in the netlist: sky130_fd_sc_hd__edfxtp_1
* Post-CTS setup buffer count at 0
* Floorplan core density at between 50 and 60%
* Number of DRC markers after the initial detailed-route iteration at 79
* Slew Limit Fails at 0
* Outcome: complete, no violations
* Register-to-register path setup slack at ~2.4 ns
* Commonest flop: sky130_fd_sc_hd__edfxtp_1
* Required time reported for the critical path endpoint at 5.16 ns
* Classification of the worst-slack hold path: reg2reg
* Final weighted congestion of routability-driven global placement at 0.829
* Final tally of setup violations at 0
* Relative max-transition margin at 46.3%
* Final WS setup at approximately 2.4 ns
* TritonCTS Sinks at between 50 and 60
* Design internal power at roughly 0.00063 W
* Initial antenna violation count at 0
* Combinational cell fraction of total power at approximately 7.8%
* Clock tree from TritonCTS: yes
* Via count of the routed design at about 1800
* Core area at approximately 4900 sq um
* Clock buffer depth at 2
* Yosys synthesis chip area at 2620 sq um
* Hold buffer count at CTS at 0
* Number of cells in the yosys synthesis report at approximately 230
* Final core occ at 61.6%
* # DRC at 0
* Global routing usage summed across all routing layers at 17.4%
* Clock tree root driver cell: sky130_fd_sc_hd__clkbuf_8
* Arr. time, crit path at 2.74 ns
* Startpoint class of the critical path: register
* Worst hold stages at 0
* Residual antenna-violating net count after detailed routing at 0
* Clock network power share at about 29%
* Antenna Cells at 0
* 1st-pass router iterations at 4
* Pin count of the biggest net entering global routing at 24
* Mean instance size in the synthesized netlist at 11.4 sq um
* Top cell types by occurrence after synthesis: 44 x sky130_fd_sc_hd__edfxtp_1, 31 x sky130_fd_sc_hd__nor2_1, 18 x sky130_fd_sc_hd__nand2_1
* Final Routed Wirelength at between 4000 and 5000 microns
* Max-cap violation count at 0
==> layout make-up <==
| cell class | instances | share of cell area, % |
|---|---|---|
| clock inverters | 3 | 0.707 |
| clock buffers | 5 | 2.29 |
| inverters | 13 | 1.62 |
| multi-input cells | 154 | 32.6 |
| repair buffers | 25 | 8.07 |
| well taps | 67 | 2.79 |
| flip-flops and latches | 56 | 51.9 |
==> registers in the layout, summed over array words and instances (netlist names) <==
| name | flops |
|---|---|
| clk_cnt | 10 |
| opTx | 1 |
| tx_state | 4 |
| opRxData | 8 |
| tx_cnt | 4 |
| opRxValid | 1 |
| opTxBusy | 1 |
| clk_cnt2 | 10 |
| rx_state | 3 |
| rst | 1 |
| rx | 1 |
| txData | 8 |
| rx_cnt | 4 |
==> cell families after synthesis <==
group           Yosys count  share of synthesized area, %
compound gates           35                          9.08
xor+xnor                 16                          5.35
fa+ha+maj                 5                          2.39
buf+inv                  20                          2.91
flops                    56                          59.6
mux                       8                          3.39
simple gates             90                          17.2
==> layout by cell type (no fill, tap or decap), types with 2 or more instances in the layout <==
master                            Yosys  layout
sky130_fd_sc_hd__edfxtp_1            44      44
sky130_fd_sc_hd__nor2_1              31      31
sky130_fd_sc_hd__clkdlybuf4s50_1      0      22
sky130_fd_sc_hd__nand2_1             18      18
sky130_fd_sc_hd__inv_1               13      13
sky130_fd_sc_hd__xnor2_1             12      12
sky130_fd_sc_hd__dfxtp_1             12      12
sky130_fd_sc_hd__a21oi_1             11      11
sky130_fd_sc_hd__mux2_2               7       7
sky130_fd_sc_hd__nor4_1               6       6
sky130_fd_sc_hd__nor3_1               6       6
sky130_fd_sc_hd__o21ai_0              6       6
sky130_fd_sc_hd__nor2b_1              6       6
sky130_fd_sc_hd__ha_1                 5       5
sky130_fd_sc_hd__clkbuf_8             0       5
sky130_fd_sc_hd__or3_1                4       4
sky130_fd_sc_hd__xor2_1               4       4
sky130_fd_sc_hd__nand4_1              3       3
sky130_fd_sc_hd__buf_4                0       3
sky130_fd_sc_hd__or4b_1               2       2
sky130_fd_sc_hd__or2_2                2       2
sky130_fd_sc_hd__o31ai_1              2       2
sky130_fd_sc_hd__or4_1                2       2
sky130_fd_sc_hd__nand3_1              2       2
sky130_fd_sc_hd__a211oi_1             2       2
sky130_fd_sc_hd__and2_1               2       2
sky130_fd_sc_hd__nand2b_1             2       2
==> through the flow <==
| step | instances | total power (W) |
|---|---|---|
| 4_1_cts | 323 | 0.000822 |
| 2_1_floorplan | 230 | 0.000566 |
| 3_3_place_gp | 315 | 0.000588 |
| 6_report | 323 | 0.000815 |
| 3_5_place_dp | 315 | 0.000592 |
| 5_1_grt | 323 | 0.000852 |
==> critical path, stage by stage, from the launching register on <==
cell and delay, ns:
sky130_fd_sc_hd__edfxtp_1 0.46, sky130_fd_sc_hd__inv_1 0.10, sky130_fd_sc_hd__ha_1 0.22, sky130_fd_sc_hd__or4b_1 0.55, sky130_fd_sc_hd__nor3_1 0.45, sky130_fd_sc_hd__nand2_1 0.12, sky130_fd_sc_hd__a211oi_1 0.54
==> how the worst max path moves through the flow <==
stage	from	endpoint	slack, ns
after CTS	clk_cnt2[0]	rx_cnt[0]	2.43
after global routing	clk_cnt2[0]	rx_cnt[3]	2.23
final	clk_cnt2[0]	rx_cnt[1]	2.42
==> power by group through the flow <==
stage                 clock [W]  combinational, W  sequential [W]
after CTS              0.000240         0.0000641        0.000518
after global routing   0.000259         0.0000710        0.000522
final                  0.000233         0.0000637        0.000518
==> per-layer routing <==
layer | GRT usage [%] | routed length (microns)
met1 | 29.6 | 2150
met2 | 25.6 | 1890
met3 | 3.71 | 204
met4 | 2.52 | 22
met5 | 0 | 0
Power and IR drop assume default switching activity.
